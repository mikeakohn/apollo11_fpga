### /design/flow/config.mk
export PLATFORM = sky130hd
export DESIGN_NAME = servo_control
export DESIGN_NICKNAME = servo_control
export VERILOG_FILES = /design/flow/design.v
export SDC_FILE = /design/flow/constraint.sdc
export NUM_CORES = 4
export LEC_CHECK = 1
export CORE_UTILIZATION = 30
### /design/flow/run.sh
#!/bin/bash
# OpenROAD 26Q1-2900-gdf79404cd8, Yosys 0.63+post, stock flow scripts
make -C /OpenROAD-flow-scripts/flow DESIGN_CONFIG=/design/flow/config.mk WORK_HOME=/design/flow/orfs finish
### /design/flow/constraint.sdc
current_design servo_control

set clk_period 7.2
set clk_io_pct 0.2

create_clock -name clk0 -period $clk_period [get_ports {raw_clk}]

set non_clock_inputs [all_inputs -no_clocks]
set_input_delay [expr $clk_period * $clk_io_pct] -clock clk0 $non_clock_inputs
set_output_delay [expr $clk_period * $clk_io_pct] -clock clk0 [all_outputs]
### /design/flow/design.v
module servo_control
(
  input  raw_clk,
  output [3:0] servos,
  input [15:0] servo_value_0,
  input [15:0] servo_value_1,
  input [15:0] servo_value_2,
  input [15:0] servo_value_3
);
reg [15:0] servo_curr_0 = 0;
reg [15:0] servo_curr_1 = 0;
reg [15:0] servo_curr_2 = 0;
reg [15:0] servo_curr_3 = 0;
reg [3:0] servos_state;
assign servos = servos_state;
reg [17:0] count;
always @(posedge raw_clk) begin
  if (count == 240000) begin
    count <= 0;
    servos_state <= 4'hf;
    servo_curr_0 <= servo_value_0;
    servo_curr_1 <= servo_value_1;
    servo_curr_2 <= servo_value_2;
    servo_curr_3 <= servo_value_3;
  end else begin
    if (count == servo_curr_0) servos_state[0] <= 0;
    if (count == servo_curr_1) servos_state[1] <= 0;
    if (count == servo_curr_2) servos_state[2] <= 0;
    if (count == servo_curr_3) servos_state[3] <= 0;
    count <= count + 1;
  end
end
endmodule
==> summary.rpt <==
IMPLEMENTATION SUMMARY REPORT
----------------------------------------------------
[Route]
  Total inserted antenna cells ........................ 0
  Average via count per standard cell ........................ 4.30
  Via count ........................ 2145
  Detailed-route wire length ........................ 7.64 mm
  Routed length per placed instance ........................ 15.3 um
  DRC Markers ........................ 0
  Iteration tally of the first detailed-router pass ........................ 4
  Antenna Violating Nets Remaining ........................ 0
  Starting DRT DRC Count ........................ 146

[Final timing]
  Clock period minus final worst setup slack ........................ 2560 ps
  Relative slew margins ........................ 0.589
  Share of the cycle needed by the critical path after routing ........................ 0.356
  Setup TNS after final layout ........................ 0 ps
  Worst hold margin ........................ 484 ps
  Least setup slack across all paths after layout ........................ 4640 ps
  Maximum clock frequency ........................ 390 MHz
  Final-report max-slew violation count ........................ 0
  Unrepaired setup endpoints after global routing ........................ false
  Skew final ........................ 6.95 ps
  Count of endpoints failing hold in the final timing report ........................ 0
  Least-Margin Pin Slew ........................ 615 ps
  Setup violations, final ........................ 0

[Place]
  Final GP Congestion ........................ 0.790
  Area of placed instances ........................ 4470 um2
  Pre-CTS setup slack ........................ 4980 ps
  IO buf count ........................ 68
  Detailed placement HPWL ........................ 5.26 mm

[Cells and area]
  Area growth, synth to finish ........................ 26.3%
  Proportion of layout cells with a drive suffix above 1 ........................ 0.0695
  Post-route design area ........................ 4730 um2
  Leading cell types in the layout, fill and taps excluded ........................ clkdlybuf4s50_1 (68), xor2_1 (66), edfxtp_1 (64), dfxtp_1 (22)
  Top logic cell by instance count in the layout ........................ clkdlybuf4s50_1
  Count of fill cells added during filler insertion ........................ 1133

[Synth]
  Post-synthesis share of cell area spent on xor and xnor gates ........................ 0.178
  Gate count of the mapped netlist ........................ 262
  Avg Inst Size Synth ........................ 14.3 um2
  AND/OR/NAND/NOR Cells, Area Fraction ........................ 0.111
  Cell area after technology mapping ........................ 3740 um2
  Yosys cell types ........................ 35
  Number of standard cells reported by yosys ........................ 262
  Prevailing logic family in the synthesized netlist ........................ XOR/XNOR gates
  Proportion of synthesized chip area in sequential cells ........................ 0.631
  Synthesized-area fraction occupied by adder cells ........................ 0.00669
  Yosys-reported design area after synthesis ........................ 3740 um2
  Area share of and-or/or-and cells after synthesis ........................ 0.0194
  Synthesized flop and latch total ........................ 86
  Synth warnings ........................ 1
  Post-synthesis mux area share ........................ 0.00267

[Worst setup path]
  Capturing element type of the critical path ........................ primary output
  Count of buffering cells on the critical path with inverters included ........................ 1
  Critical Path Fanout Max ........................ 2
  Worst EP required ........................ 5760 ps
  Family with the most delay on the worst path ........................ buffers and inverters
  Path type of the worst setup path ........................ reg -> out
  Slowest cell on crit path ........................ clkdlybuf4s50_1
  Setup crit start kind ........................ register
  CP Data Arrival Time ........................ 1120 ps
  Crit-path cells ........................ clkdlybuf4s50_1
  Slowest cell delay on critical path ........................ 460 ps

[Floorplanning]
  Vertical die size ........................ 114 um
  Die span in x ........................ 114 um
  Core area ........................ 12100 um2
  I/O pins ........................ 69
  Initial standard-cell utilization of the core ........................ 0.310
  Core Rows ........................ 40
  DIE AREA ........................ 12900 um2

[Status]
  Status ........................ finished, final reports clean

[Clocking]
  H-Tree Level Count ........................ 3
  Number of gates resized after cts ........................ 0
  Number of CTS-inserted buffers ........................ 9
  Setup Buffers After CTS ........................ 0
  Clock Tree Buf Depth ........................ 2
  CTS Hold Bufs ........................ 0
  Clock latency reported for the late side of the worst-skew pair ........................ 340 ps
  Number of clock sinks ........................ 86
  Clock tree root buffer cell ........................ clkbuf_16
  TritonCTS clock tree ........................ yes
  Reg clk slew, reported paths ........................ 60 ps

[GRT]
  Initial antenna violation count ........................ 0
  Largest net degree at the start of global routing ........................ 47
  Aggregate global-route resource usage ........................ 0.128
  Overall overflow remaining after global route ........................ 0
  Number of global-route vias before repair ........................ 2141
  Wire length of the first global-routing pass ........................ 11.8 mm

[Run]
  Number of maximum-capacitance constraint violations ........................ 0
  Stage-log warning count ........................ 26

[Power]
  Maximum vdd drop ........................ 0.115 mV
  Total chip power ........................ 0.000976 W
  Reported leakage power ........................ 1.74 nW
  Total power divided by cell area ........................ 206 nW/um2

[Hold path]
  Path class of the lowest-slack min-delay path ........................ reg -> reg

----------------------------------------------------
==> sequential cells by signal, summed over array words and instances, names as in the netlist <==
register	cells
servo_curr_2	16
servos_state	4
servo_curr_1	16
count	18
servo_curr_0	16
servo_curr_3	16
==> kinds of logic after synthesis <==
group	count (synthesis)
flip-flops	86
AND-OR/OR-AND	10
XOR/XNOR	76
buffers and inverters	20
adder cells (fa/ha/maj)	2
multiplexers	1
AND/OR/NAND/NOR	67
==> layout make-up <==
class | instances | area [um2] | share of cell area
Clock buffer | 11 | 233 | 0.0492
Clock inverter | 5 | 26.3 | 0.00556
Tap cell | 168 | 210 | 0.0445
Multi-Input combinational cell | 156 | 1190 | 0.251
Timing Repair Buffer | 70 | 696 | 0.147
Sequential cell | 86 | 2360 | 0.500
Inverter | 3 | 11.3 | 0.00238
==> per-stage QoR <==
stage                      util  instances
after floorplan               -        262
after global placement    0.370        483
after detailed placement  0.370        483
after CTS                 0.392        499
after global routing      0.392        499
final                     0.392        499
==> routing by layer <==
metal | share of wire | vias up | GRT usage | wire, um
met2 | 0.44 | 81 | 0.189 | 3380
met4 | 0.025 | 0 | 0.0228 | 193
met3 | 0.068 | 14 | 0.0309 | 516
met1 | 0.46 | 984 | 0.201 | 3550
li1 | - | 1066 | - | -
met5 | 0 | - | 0 | 0
==> cells in the mapped netlist <==
cell type | number | area [um2]
nor4_1 | 12 | 75.1
xor2_1 | 66 | 578
o21ai_0 | 3 | 15.0
clkbuf_8 | 3 | 41.3
nor2_1 | 9 | 33.8
and2_2 | 1 | 7.51
or3_1 | 4 | 25.0
nor3_4 | 1 | 16.3
and2b_1 | 2 | 15.0
and4_4 | 1 | 11.3
o22a_1 | 4 | 35.0
clkbuf_1 | 1 | 3.75
nand3_2 | 1 | 10.0
and3_1 | 1 | 6.26
xnor2_1 | 10 | 87.6
or4_1 | 1 | 7.51
and4_2 | 1 | 10.0
nand3_1 | 12 | 60.1
nor4b_2 | 1 | 15.0
mux2i_1 | 1 | 10.0
o32ai_1 | 1 | 8.76
dfxtp_1 | 22 | 440
edfxtp_1 | 64 | 1920
buf_4 | 1 | 7.51
buf_6 | 11 | 124
ha_1 | 2 | 25.0
a21oi_2 | 1 | 8.76
nand2_1 | 6 | 22.5
nor3b_1 | 1 | 7.51
nor4_4 | 1 | 21.3
nor3_1 | 4 | 20.0
buf_2 | 1 | 5.00
inv_1 | 3 | 11.3
a21oi_1 | 1 | 5.00
nand4_1 | 8 | 50.1
==> final timing paths <==
| path | startpoint | endpoint | slack [ps] | cells after the start |
|---|---|---|---|---|
| min | servos_state[1] | servos_state[1] | 480 | 1 |
| max | servos_state[2] | servos[2] | 4640 | 1 |
| max reg2reg | count[0] | servo_curr_2[3] | 5020 | 6 |
| min reg2reg | servos_state[1] | servos_state[1] | 480 | 1 |
==> report_power, final <==
part           leakage [nW]  switching (W)  internal [W]
Combinational         0.866     0.00000464     0.0000299
Sequential            0.752              0      0.000531
Clock                 0.127       0.000179      0.000231
Total                  1.74       0.000184      0.000792
Power figures rest on the tool's default switching activity, not on a simulated workload.
