--- design/flow/run.sh ---
#!/bin/bash
# OpenROAD 26Q1-2900-gdf79404cd8, Yosys 0.63+post, stock flow scripts
make -C /OpenROAD-flow-scripts/flow DESIGN_CONFIG=/design/flow/config.mk WORK_HOME=/design/flow/orfs finish
--- design/flow/config.mk ---
export PLATFORM = sky130hd
export DESIGN_NAME = eeprom
export DESIGN_NICKNAME = eeprom
export VERILOG_FILES = /design/flow/design.v
export SDC_FILE = /design/flow/constraint.sdc
export NUM_CORES = 4
export LEC_CHECK = 1
export CORE_UTILIZATION = 30
--- design/flow/constraint.sdc ---
current_design eeprom

set clk_period 4.8
set clk_io_pct 0.2

create_clock -name clk0 -period $clk_period [get_ports {raw_clk}]

set non_clock_inputs [all_inputs -no_clocks]
set_input_delay [expr $clk_period * $clk_io_pct] -clock clk0 $non_clock_inputs
set_output_delay [expr $clk_period * $clk_io_pct] -clock clk0 [all_outputs]
--- design/flow/design.v ---
module eeprom
(
  input [10:0] address,
  input  strobe,
  input  raw_clk,
  output reg eeprom_cs,
  output reg eeprom_clk,
  output reg eeprom_di,
  input  eeprom_do,
  output reg ready,
  output reg [7:0] data_out
);
reg [2:0] delay = 0;
reg [13:0] command;
reg [3:0] count;
parameter STATE_IDLE           = 0;
parameter STATE_SEND_ADDRESS_0 = 1;
parameter STATE_SEND_ADDRESS_1 = 2;
parameter STATE_READ_START     = 3;
parameter STATE_READ_DATA_0    = 4;
parameter STATE_READ_DATA_1    = 5;
parameter STATE_FINISH         = 6;
reg [2:0] state = STATE_FINISH;
always @(posedge raw_clk) begin
  case (state)
    STATE_IDLE:
      begin
        if (strobe) begin
          command[13:11] <= 3'b110;
          command[10:0] <= address;
          count <= 14;
          ready <= 0;
          eeprom_cs <= 1;
          state <= STATE_SEND_ADDRESS_0;
        end else begin
          eeprom_cs <= 0;
          eeprom_di <= 0;
          eeprom_clk <= 0;
          ready <= 1;
        end
      end
    STATE_SEND_ADDRESS_0:
      begin
        case (delay)
          0:
            begin
              count <= count - 1;
              eeprom_di <= command[13];
              command[13:1] <= command[12:0];
              eeprom_clk <= 0;
            end
          7:
            state <= STATE_SEND_ADDRESS_1;
        endcase
        delay <= delay + 1;
      end
    STATE_SEND_ADDRESS_1:
      begin
        eeprom_clk <= 1;
        if (delay == 7) begin
          if (count == 0) begin
            state <= STATE_READ_START;
          end else begin
            state <= STATE_SEND_ADDRESS_0;
          end
        end
        delay <= delay + 1;
      end
    STATE_READ_START:
      begin
        eeprom_clk <= 0;
        eeprom_di <= 0;
        count <= 8;
        state <= STATE_READ_DATA_0;
      end
    STATE_READ_DATA_0:
      begin
        case (delay)
          1:
            begin
              count <= count - 1;
              data_out[7:1] <= data_out[6:0];
              eeprom_clk <= 1;
            end
          7:
            state <= STATE_READ_DATA_1;
        endcase
        delay <= delay + 1;
      end
    STATE_READ_DATA_1:
      begin
        eeprom_clk <= 0;
        case (delay)
          0:
            data_out[0] <= eeprom_do;
          7:
            begin
              if (count == 0) begin
                state <= STATE_FINISH;
              end else begin
                state <= STATE_READ_DATA_0;
              end
            end
        endcase
        delay <= delay + 1;
      end
    STATE_FINISH:
      begin
        eeprom_cs <= 0;
        eeprom_di <= 0;
        state <= STATE_IDLE;
      end
  endcase
end
endmodule
==> summary.rpt <==
=== SYNTHESIS / PLACE & ROUTE SUMMARY ===
----------------------------------------------------
[Outcome]
  Run status ........................ complete, no violations

[Clock network]
  Clock slew at the register clock pins of the worst setup and hold paths ........................ 70 ps
  Hold buffer count at cts ........................ 0
  Clock sinks ........................ 36
  Cts repair resizes ........................ 0
  Post-CTS Setup Repair Bufs ........................ 0
  Maximum root-to-sink buffer count ........................ 2
  CTS tree ........................ done
  TritonCTS buffer count ........................ 5
  # H-tree levels ........................ 2
  Insertion delay of the later-clocked pin in the worst-skew pair ........................ 290 ps
  Clock tree root buffer cell ........................ clkbuf_8

[Power and ir drop]
  Power share of the sequential group ........................ 47.3%
  Switching part of the total ........................ 31.4%
  Post-layout power ........................ 1.25 mW
  Pwr per Cell Area ........................ 589 nW/um^2
  Internal power of the cells ........................ 0.858 mW
  Combinational share of power ........................ 32.0%
  Leakage power figure ........................ 0.759 nW
  Switching power ........................ 0.393 mW
  Worst IR drop on VDD ........................ 0.191 mV
  Clock network power share ........................ 20.7%

[Critical path]
  Worst endpoint data arrival time ........................ 2260 ps
  Classification of the worst setup path ........................ in -> reg
  Critical-path maximum fanout ........................ 6
  Kind of end point of the critical path ........................ flop
  Crit path required time ........................ 4730 ps
  Type of origin of the critical path ........................ primary input

[Detailed routing]
  First-pass iteration count of the detailed router ........................ 4
  Total vias in the final route ........................ 993
  Sum of routed wire length over all layers ........................ 2.64 mm
  Per-cell via count in the routed design ........................ 4.51
  Number of routed nets with antenna violations ........................ 0
  Number of diodes ........................ 0
  Number of remaining DRC errors ........................ 0
  Number of DRC markers after the initial detailed-route iteration ........................ 40
  Detailed-route wire length per cell ........................ 12.0 um

[Global routing]
  Grt ovf ........................ 0
  Vias in the first global route ........................ 968
  Wire length of the first global-routing pass ........................ 4.49 mm
  Global router's overall resource usage ........................ 9.87%
  Pin count of the biggest net entering global routing ........................ 21
  Antenna violations before repair ........................ 0

[STA]
  Fmax ........................ 0.429 GHz
  Rel. slew slack ........................ 61.7%
  Worst Tran Pin Value ........................ 570 ps
  Final setup fails ........................ 0
  Final cycle utilization of the critical path ........................ 48.6%
  Min Hold Slack ........................ 453 ps
  Post-route setup slack ........................ 2470 ps
  Accumulated negative setup slack ........................ 0 ps
  Number of hold violations in the final report ........................ 0
  Post-layout min period ........................ 2330 ps
  Unrepaired setup endpoints after global routing ........................ no
  Count of pins over their slew limit ........................ 0
  Setup skew after layout ........................ 4.35 ps

[Die]
  Core box area ........................ 5540 um^2
  I/O Pins ........................ 26
  Die Outline Area ........................ 6070 um^2
  Total number of placement rows ........................ 27
  Height of the die ........................ 77.9 um
  Die width ........................ 77.9 um
  Initial cell density of the core ........................ 31.2%

[Hold path]
  Worst min path class ........................ reg -> reg

[Yosys]
  Combined area of all synthesized cells ........................ 1730 um^2
  Cell count listed in synth_stat.txt ........................ 122
  Chip area in the Yosys report ........................ 1730 um^2
  Syn. warnings ........................ 1
  Post-synthesis average cell area ........................ 14.2 um^2
  Number of unique standard cell types used by synthesis ........................ 34
  Post-synth tally of flip-flops with integrated enable ........................ 36
  Seq/Total Area, Yosys ........................ 62.6%
  Proportion of register bits with asynchronous set or reset after synthesis ........................ 0%
  Flops after synth ........................ 36
  Post-synthesis instance total ........................ 122
  Commonest register cell after synthesis ........................ edfxtp_1

[Placement]
  Detail Placement HPWL ........................ 1.94 mm
  # placed instances ........................ 212
  Cell area after placement ........................ 2010 um^2
  Buffers on Ports ........................ 25
  Global placer's final weighted congestion ........................ 0.798
  Pre-CTS setup slack ........................ 2160 ps

[Job]
  Stage-log warning count ........................ 28
  Total of max-cap violations ........................ 0

[Final layout]
  Share of final-layout standard cells stronger than drive strength 1 ........................ 13.5%
  Post-layout instance count excluding filler cells ........................ 220
  Fillcell total ........................ 523
  Share of the core filled with cells ........................ 38.3%
  Area growth from synthesis to final layout ........................ 23.0%
  Cell area after layout ........................ 2120 um^2

----------------------------------------------------
cell families after synthesis:
logic type,after synthesis,synth area share (%)
AOI/OAI and AO/OA,17,6.66
xor gates and xnor gates,5,2.53
adders and majority gates,6,4.34
buffers and inverters,14,4.71
DFF,36,62.6
muxes,11,8.40
and+or+nand+nor,33,10.8
path summary, 6_finish.rpt:
check | cells after the start | from | endpoint | slack, ps
setup reg to reg | 3 | state[0] | command[11] | 2650
hold reg to reg | 0 | data_out[6] | data_out[7] | 450
hold / removal | 0 | data_out[6] | data_out[7] | 450
setup / recovery | 4 | strobe | state[1] | 2470
flip-flops by register name, summed over array words and instances (netlist names):
signal	count
command	14
count	4
data_out	8
delay	3
eeprom_clk	1
eeprom_cs	1
eeprom_di	1
ready	1
state	3
placed cells by master, fill, tap and decap left out, types with 2 or more instances in the layout:
cell             Yosys  final
a21oi_1              3      3
and2_1               2      2
edfxtp_1            36     36
xnor2_1              3      3
mux2_4               6      6
nor3_1               3      3
o21ai_0              4      4
nand2_1              5      5
o21a_1               3      3
inv_1                7      7
ha_1                 6      6
nand2b_1             4      4
clkbuf_8             0      5
xor2_1               2      2
and3_1               2      2
clkdlybuf4s50_1      0     25
nor2_1               7      7
nor3b_1              2      2
nor2b_1              4      4
mux2_2               4      4
routing by layer:
layer	track usage (%)	wire (um)	vias up	share of wire, %
met5	0	0	-	0
met4	1.85	73	0	2.8
met3	4.06	202	6	7.6
met2	13.7	1150	41	43
met1	15.5	1220	458	46
li1	-	-	488	-
area by class of cell:
cell class / count / area [um^2] / area share (%)
well taps: 72 / 90.1 / 4.24
flip-flops and latches: 36 / 1080 / 50.9
repair buffers: 25 / 250 / 11.8
inverters: 7 / 26.3 / 1.24
multi-input cells: 72 / 566 / 26.6
clock buffers: 5 / 68.8 / 3.24
clock inverters: 3 / 42.5 / 2.00
synth_stat cells (3+ instances only):
master / count / area, um^2
o21ai_0: 4 / 20.0
mux2_2: 4 / 45.0
nor3_1: 3 / 15.0
edfxtp_1: 36 / 1080
ha_1: 6 / 75.1
mux2_4: 6 / 90.1
nand2_1: 5 / 18.8
nor2b_1: 4 / 25.0
o21a_1: 3 / 22.5
nor2_1: 7 / 26.3
buf_6: 3 / 33.8
inv_1: 7 / 26.3
nand2b_1: 4 / 25.0
xnor2_1: 3 / 26.3
a21oi_1: 3 / 15.0
power by group through the flow:
stage	logic, mW	clock network, mW	registers [mW]
4_1_cts	0.406	0.266	0.593
5_1_grt	0.452	0.278	0.611
6_report	0.400	0.259	0.592
critical path, cell delays in order:
cell and delay [ps]:
clkdlybuf4s50_1 580, inv_1 80, o211a_1 210, a221oi_1 420
Power and IR drop assume default switching activity.
