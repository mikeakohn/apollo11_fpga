**flow/design.v**
```verilog
module uart
(
  input  raw_clk,
  input [7:0] tx_data,
  input  tx_strobe,
  output tx_busy,
  output reg tx_pin,
  output reg [7:0] rx_data,
  output rx_ready,
  input  rx_ready_clear,
  input  rx_pin
);
reg [3:0] tx_count;
reg [3:0] rx_count;
reg [9:0] rx_buffer;
reg [9:0] tx_buffer;
parameter STATE_IDLE         = 0;
parameter STATE_TX_NEXT_BIT  = 1;
parameter STATE_RX_BIT_FRONT = 1;
parameter STATE_RX_BIT_BACK  = 2;
reg [1:0] rx_state = STATE_IDLE;
reg [1:0] tx_state = STATE_IDLE;
assign tx_busy  = tx_state != STATE_IDLE;
reg  rx_ready_flag = 0;
wire rx_ready = rx_ready_flag;
reg [10:0] tx_divisor;
reg [9:0]  rx_divisor;
always @(posedge raw_clk) begin
  case (tx_state)
    STATE_IDLE:
      begin
        if (tx_strobe) begin
          tx_buffer[0]   <= 0;
          tx_buffer[8:1] <= tx_data;
          tx_buffer[9]   <= 1;
          tx_count   <= 0;
          tx_divisor <= 0;
          tx_state   <= STATE_TX_NEXT_BIT;
        end else begin
          tx_pin  <= 1;
        end
      end
    STATE_TX_NEXT_BIT:
      begin
        if (tx_divisor == 1249) begin
          tx_divisor <= 0;
          if (tx_count == 10) tx_state <= STATE_IDLE;
        end else begin
          tx_divisor <= tx_divisor + 1;
        end
        if (tx_divisor == 0) begin
          tx_pin   <= tx_buffer[tx_count];
          tx_count <= tx_count + 1;
        end
      end
  endcase
end
always @(posedge raw_clk) begin
  if (rx_ready_clear) rx_ready_flag <= 0;
  case (rx_state)
    STATE_IDLE:
      begin
        if (rx_pin == 0) begin
          rx_divisor <= 0;
          rx_count   <= 0;
          rx_state   <= STATE_RX_BIT_FRONT;
        end
      end
    STATE_RX_BIT_FRONT:
      begin
        if (rx_divisor == 624) begin
          rx_divisor <= 0;
          rx_state <= STATE_RX_BIT_BACK;
        end else begin
          rx_divisor <= rx_divisor + 1;
        end
      end
    STATE_RX_BIT_BACK:
      begin
        if (rx_divisor == 624) begin
          rx_divisor <= 0;
          if (rx_count == 10) begin
            if (rx_buffer[9] == 1) begin
              rx_data <= rx_buffer[8:1];
              rx_ready_flag <= 1;
            end
            rx_state <= STATE_IDLE;
          end else begin
            rx_state <= STATE_RX_BIT_FRONT;
          end
        end else begin
          rx_divisor <= rx_divisor + 1;
        end
        if (rx_divisor == 0) begin
          rx_buffer[rx_count] <= rx_pin;
          rx_count <= rx_count + 1;
        end
      end
  endcase
end
endmodule
```
**flow/run.sh**
```bash
#!/bin/bash
# OpenROAD 26Q1-2900-gdf79404cd8, Yosys 0.63+post, stock flow scripts
make -C /OpenROAD-flow-scripts/flow DESIGN_CONFIG=/design/flow/config.mk WORK_HOME=/design/flow/orfs finish
```
**flow/config.mk**
```make
export PLATFORM = sky130hd
export DESIGN_NAME = uart
export DESIGN_NICKNAME = uart
export VERILOG_FILES = /design/flow/design.v
export SDC_FILE = /design/flow/constraint.sdc
export NUM_CORES = 4
export LEC_CHECK = 1
export CORE_UTILIZATION = 50
```
**flow/constraint.sdc**
```tcl
current_design uart

set clk_period 3.9
set clk_io_pct 0.2

create_clock -name clk0 -period $clk_period [get_ports {raw_clk}]

set non_clock_inputs [all_inputs -no_clocks]
set_input_delay [expr $clk_period * $clk_io_pct] -clock clk0 $non_clock_inputs
set_output_delay [expr $clk_period * $clk_io_pct] -clock clk0 [all_outputs]
```
==> results.cfg <==
; yosys + openroad results
[route]
drc_errors = 0
vias_per_cell = 5.229
ant_nets = 0
wl_per_cell_um = 13.89
routed_wl_mm = 5.029
vias = 1893
antennaDiodeCount = 0
drt_iter0_drc = 71
dr.pass1.iters = 4

[placement]
hpwl_mm = 3.509
gp_congestion = 0.8920
dp_cells = 346
dpl-instance-area_um2 = 3337
placement.io_buffers = 22

[logic_synthesis]
yosys_warnings = 1
ys_seq_share = 0.5799
edf_count = 58
avgSynthCellArea_um2 = 12.01
numSynthFlops = 59
ys_area_um2 = 3038
synth_area_um2 = 3038
ys_cells = 253
synth_cells = 253
synth-async-reset-ratio = 0
synth.distinct_cells = 46
flop_cell = edfxtp_1

[finish]
fin_area_um2 = 3520
lay_top_count = edfxtp_1
n_fill_cell = 512
drive_gt1_frac = 0.08362
lay_top_cells = 58 x edfxtp_1, 37 x nor2_1, 22 x clkdlybuf4s50_1
final_cell_count_no_fill = 362
area_growth_pct = 15.86

[clocking]
cts_tree = done
ctsResizeCount = 0
worstSkewPairLatency_ns = 0.33
cts_sinks = 59
cts_buffer_depth = 2
cts_htree_levels = 3
hold_buffers = 0
clk_pin_slew_ns = 0.06
cts_setup_buffers = 0
cts_made_buffers = 9
clockRootBuffer = clkbuf_8

[power]
p_leak_uw = 0.001262
powerDensity_nw_per_um2 = 562.8
peakVddDrop_uv = 438.1
p_total_uw = 1981

[critical_path]
endpoint_kind = flip-flop
crit_chain = inv_1 -> ha_1 -> or4b_1 -> nor4_2 -> buf_4 -> a21oi_1 -> a21oi_1
slowest_stage = or4b_1
cp.required_ns = 3.89
crit_arrival_ns = 2.31
cp-start-kind = flip-flop
critPathMaxFanout = 10
critPathMostFrequentCell = a21oi_1
crit_type = flip-flop to flip-flop
max_stage_delay_ns = 0.47
reg2reg_slack_ns = 1.58

[final_timing]
finalCritPeriodShare = 0.5940
maxSlewViolCount = 0
setup_viol = 0
whs_ns = 0.4546
setup_tns_ns = 0
max_freq_mhz = 431.6
slew_headroom = 0.6721
finalCriticalPeriod_ns = 2.317
tightest_slew_ns = 0.4880
fin_skew_ns = 0.003586
final_hold_viol_count = 0
rsz0062_at_grt = false

[global_routing]
grt_pass1_vias = 1836
grt_start_max_net_pins = 13
antenna_found_initial = 0
grt_pass1_wl_mm = 8.562
overflow = 0
grtUsageTotal = 0.1855

[job]
tool_warnings = 36
max_cap_viol_count = 0

[run_status]
status = completed

[floorplan]
ios = 23
fp-row-count = 28
die_height_um = 79.95
core_um2 = 5886
die_w_um = 79.95
initial_core_util = 0.5162
die-area_um2 = 6391

[hold_path]
hold_class = flip-flop to flip-flop
[Yosys cell counts (2+ instances only)]
cell type / n / area (µm²)
a21oi_1: 3 / 15.01
and3_1: 2 / 12.51
and4_1: 2 / 17.52
buf_2: 3 / 15.01
clkbuf_1: 2 / 7.510
edfxtp_1: 58 / 1742
ha_1: 16 / 200.2
inv_1: 20 / 75.07
mux2i_1: 2 / 20.02
nand2_1: 16 / 60.06
nand2b_1: 4 / 25.02
nand3_1: 10 / 50.05
nand3b_1: 2 / 15.01
nand4_1: 8 / 50.05
nor2_1: 37 / 138.9
nor2b_1: 3 / 18.77
nor3_1: 5 / 25.02
o211ai_1: 3 / 22.52
o21a_1: 4 / 30.03
o21ai_0: 2 / 10.01
o2bb2ai_1: 6 / 52.55
or4b_4: 2 / 27.53
xnor2_1: 13 / 113.9
xor2_1: 8 / 70.07
[report_power, final]
part           internal (µW)  switching (µW)  leakage (µW)
clock network            286             230     0.0000915
registers                851             122      0.000576
logic                    205             287      0.000594
[sequential cells by signal, summed over array words and instances (netlist names)]
| signal | count |
|---|---|
| rx_state | 2 |
| rx_buffer | 9 |
| tx_state | 1 |
| rx_count | 4 |
| rx_ready_flag | 1 |
| tx_divisor | 11 |
| tx_buffer | 8 |
| tx_pin | 1 |
| tx_count | 4 |
| rx_divisor | 10 |
| rx_data | 8 |
[layout make-up]
class | instances | area, µm² | share of cell area
tap | 75 | 93.84 | 0.02666
multi-input combinational | 168 | 1171 | 0.3327
clock inverter | 7 | 58.81 | 0.01671
inverter | 20 | 75.07 | 0.02133
sequential | 59 | 1762 | 0.5005
timing repair buffer | 24 | 235.2 | 0.06683
clock buffer | 9 | 123.9 | 0.03519
[layer usage]
| metal | wire length (µm) | vias to the layer above | track usage |
|---|---|---|---|
| li1 | - | 975 | - |
| met4 | 76 | 0 | 0.02857 |
| met3 | 145 | 6 | 0.04524 |
| met2 | 2248 | 27 | 0.2632 |
| met1 | 2558 | 885 | 0.3249 |
| met5 | 0 | - | 0 |
[cells by family after synthesis]
| group | Yosys count | share of synthesized area |
|---|---|---|
| AOI/OAI and AO/OA | 26 | 0.06837 |
| adders and majority gates | 16 | 0.06590 |
| xor gates and xnor gates | 21 | 0.06054 |
| muxes | 5 | 0.02142 |
| DFF | 59 | 0.5799 |
| buffers and inverters | 26 | 0.03460 |
| and+or+nand+nor | 100 | 0.1693 |
[stage by stage]
step	setup WS, ns	utilization
2_1_floorplan	1.426	-
5_1_grt	1.406	0.5980
3_5_place_dp	1.567	0.5670
4_1_cts	1.579	0.5980
6_report	1.583	0.5980
3_3_place_gp	1.644	0.5670
[worst max-delay path, delay by kind of cell (launching register included)]
kind	cells	cell delay, ns
fa+ha+maj	1	0.26
compound gates	2	0.36
simple gates	2	0.61
flops	1	0.41
buf+inv	2	0.33
[final timing paths]
kind / cells past startpoint / start / end
max: 7 / rx_state[0]$_DFFE_PP_ / rx_count[3]$_SDFFCE_PN0P_
min: 0 / rx_buffer[3]$_DFFE_PP_ / rx_data[2]$_DFFE_PP_
max reg2reg: 7 / rx_state[0]$_DFFE_PP_ / rx_count[3]$_SDFFCE_PN0P_
min reg2reg: 0 / rx_buffer[3]$_DFFE_PP_ / rx_data[2]$_DFFE_PP_
Power and IR drop assume default switching activity.
